$ cat flow/run.sh
#!/bin/bash
# OpenROAD 26Q1-2900-gdf79404cd8, Yosys 0.63+post, stock flow scripts
make -C /OpenROAD-flow-scripts/flow DESIGN_CONFIG=/design/flow/config.mk WORK_HOME=/design/flow/orfs finish
$ cat flow/config.mk
export PLATFORM = sky130hd
export DESIGN_NAME = CacheController
export DESIGN_NICKNAME = CacheController
export VERILOG_FILES = /design/flow/design.v
export SDC_FILE = /design/flow/constraint.sdc
export NUM_CORES = 4
export LEC_CHECK = 1
export CORE_UTILIZATION = 50
export SYNTH_MEMORY_MAX_BITS = 65536
$ cat flow/constraint.sdc
current_design CacheController

set clk_period 265.1
set clk_io_pct 0.2

create_clock -name clk0 -period $clk_period [get_ports {clk}]

set non_clock_inputs [all_inputs -no_clocks]
set_input_delay [expr $clk_period * $clk_io_pct] -clock clk0 $non_clock_inputs
set_output_delay [expr $clk_period * $clk_io_pct] -clock clk0 [all_outputs]
$ cat flow/design.v
module CacheController(input clk, rst,
    input [31:0] address,
    input [31:0] wdata,
    input MEM_R_EN,
    input MEM_W_EN,
    output [31:0] rdata,
    output ready,
    output [31:0] sram_address,
    output [31:0] sram_wdata,
    output hit,
    input [63:0] sram_rdata,
    input sram_ready
    );
    reg [31:0] MemBlock_0_0 [63:0];
    reg [31:0] MemBlock_0_1 [63:0];
    reg [31:0] MemBlock_1_0 [63:0];
    reg [31:0] MemBlock_1_1 [63:0];
    reg [9:0]  TagBlock_0 [63:0];
    reg [9:0]  TagBlock_1 [63:0];
    reg Valid_0 [63:0];
    reg Valid_1 [63:0];
    reg LRU [63:0];
    wire hit0, hit1;
    wire [9:0] tag;
    wire [5:0] index;
    assign tag = address[18:9];
    assign index = address[8:3];
    assign hit0 = (Valid_0[index] & (TagBlock_0[index] == tag)) & MEM_R_EN;
    assign hit1 = (Valid_1[index] & (TagBlock_1[index] == tag)) & MEM_R_EN;
    assign hit = hit0 | hit1 ; 
    assign ready = hit | sram_ready;
    assign rdata = hit0 ? (address[2] ? MemBlock_0_1[index] : MemBlock_0_0[index]) :
                hit1 ? (address[2] ? MemBlock_1_1[index] : MemBlock_1_0[index]) : 
                address[2] ? sram_rdata[63:32] : sram_rdata[31:0];
    assign sram_wdata = wdata; 
    assign sram_address = address;
    assign write = MEM_W_EN & ~MEM_R_EN;
    integer i;
    always @(posedge clk) begin
        if (rst) begin
            for (i = 0; i < 64; i = i + 1) begin
                MemBlock_0_0[i] <= 32'b0;
                MemBlock_0_1[i] <= 32'b0;
                MemBlock_1_0[i] <= 32'b0;
                MemBlock_1_1[i] <= 32'b0;
                TagBlock_0[i] <= 10'b0;
                TagBlock_1[i] <= 10'b0;
                Valid_0 [i] <= 1'b0;
                Valid_1 [i] <= 1'b0;
                LRU [i] <= 1'b0;
            end
        end
        else if(write) begin
            if(LRU[index]) Valid_1[index] <= 1'b0;
            else Valid_0[index] <= 1'b0;
        end    
        else if(hit0) begin
                LRU[index] <= 1'b0;
        end 
        else if(hit1) begin
                LRU[index] <= 1'b1;
        end
        else if(sram_ready & MEM_R_EN) begin
            if (LRU[index]) begin
                LRU[index] <= 1'b0;
                MemBlock_0_1[index] <= sram_rdata[63:32];
                MemBlock_0_0[index] <= sram_rdata[31:0];
                Valid_0[index] <= 1'b1;
                Valid_1[index] <= 1'b0;
                TagBlock_0[index] <= tag;
            end
            else begin
                LRU[index] <= 1'b1;
                MemBlock_1_1[index] <= sram_rdata[63:32];
                MemBlock_1_0[index] <= sram_rdata[31:0];
                Valid_1[index] <= 1'b1;
                Valid_0[index] <= 1'b0;
                TagBlock_1[index] <= tag;
            end
        end
    end
endmodule
==> Table 3: Implementation characteristics <==
Physical implementation characteristics

Parameter                              Value

Worst setup path
  Crit Path Category    in2out
  Crit-path max cell delay    690 ps
  Kind of end point of the critical path    output pin
  Worst reg-to-reg setup slack    256930 ps
  Reg2Reg Depth    15
  Maximum fanout count along the critical path    46
  Chain of cells forming the critical path    buf_8, buf_4, buf_4, buf_4, buf_4, nor2_4, buf_4, buf_4, buf_4, a32o_1, nor3_1, o22ai_1, a211o_1, or3_1, a211oi_1, buf_4, nand3_4, buf_4, a311oi_1, a31oi_1, clkdlybuf4s50_1
  Source of the worst register-to-register timing path    TagBlock_0[31][0]$_SDFFCE_PN0P_
  Endpoint of the worst-slack reg-to-reg timing path    MemBlock_1_1[49][18]$_SDFFCE_PN0P_
  Crit path DRT    around 210000 ps
  Crit path max-delay family    buffers and inverters
  Slowest cell on the critical path    sky130_fd_sc_hd__a311oi_1
  Most frequent cell on the critical path    sky130_fd_sc_hd__buf_4
  Number of buffer and inverter stages on the critical path    11
  Element type at the critical path start    input port
  Data arrival time at the worst-slack endpoint    between 60000 and 70000 ps

Timing
  Layout Skew    103 ps
  Max frequency    ~0.0086 GHz
  # setup viols final    0
  Slew at the pin closest to its max-slew limit    1740 ps
  Final Max Tran Viols    8
  Setup repair after global routing missed its margin    no
  Number of hold violations in the final report    0
  Final Critical Period    115740 ps
  Final total negative setup slack    0 ps
  Final period util    43.7%
  Slew HR    -16.0%

Synthesis
  Synthesized netlist cell count    31678
  Top area cells in the synthesized netlist    sky130_fd_sc_hd__edfxtp_1 (67%), sky130_fd_sc_hd__and2_1 (13%), sky130_fd_sc_hd__a22oi_1 (3.5%), sky130_fd_sc_hd__a221oi_1 (2.0%), sky130_fd_sc_hd__mux2i_1 (1.8%)
  Yosys cell types    99
  Flip-flops with a built-in enable    slightly below 10000
  Share of the synthesized area in the top cell type    66.7%
  Warning count from the yosys run    2
  Cell taking the most area after synthesis    sky130_fd_sc_hd__edfxtp_1
  Cell total in the yosys stat output    31678
  Async SR Flop Fraction    0%
  Area figure in the yosys stat output    435000 um2
  Most used flip-flop cell    sky130_fd_sc_hd__edfxtp_1
  Syn Std Cell Area    ~430000 um2
  Mapped Avg Cell Area    13.7 um2
  Most repeated cell in the gate-level netlist after synthesis    sky130_fd_sc_hd__edfxtp_1
  Count of state elements after synthesis    9664
  Register area share after synthesis    66.7%
  Synth top cells by count    sky130_fd_sc_hd__edfxtp_1 (9664), sky130_fd_sc_hd__and2_1 (8966), sky130_fd_sc_hd__a22oi_1 (2020), sky130_fd_sc_hd__clkbuf_1 (1937), sky130_fd_sc_hd__a221oi_1 (987)

Floorplanning
  Core Density at Floorplan    about half
  Die span in y    935 um
  Die x size    935 um
  Io pins    roughly 230
  Core box area    between 800000 and 900000 um2
  Chip area    874000 um2
  Row count    342

Detailed routing
  Detailed Routing Iterations Pass 1    9
  DRT iter0 DRCs    approximately 29000
  Vias per std cell    6.86
  Number of remaining DRC errors    0
  Wire length per cell after detailed routing    between 40 and 50 um
  Remaining antenna violation count    0
  WL final    2000 mm
  Routed via count    around 300k

Placement
  Number of buffers inserted by port buffering    136
  Detailed-placement wirelength estimate    1180 mm
  Final Wtd Congestion    between 1 and 1.5

Final layout
  Utilization of the core after routing    55.7%
  Syn-to-layout area delta    11.1%
  Fraction of layout instances using a drive strength above 1    13.6%

CTS
  PostCTS Resize Cnt    0
  Clock insertion delay at the later pin of the skew report    between 1000 and 1500 ps
  Clock tree from TritonCTS    built
  Post-CTS Hold Fix Bufs    0
  Post-CTS repair timing setup buffer count    0
  Clock edge transition at the registers on the reported setup and hold paths    60 ps
  Total number of clock tree sinks    9664
  Cts bufs inserted    1119
  Number of H-tree branching levels    7
  Number of buffers on the longest clock path    5
  Root Buffer    sky130_fd_sc_hd__clkbuf_16

Power
  Share of power burned in the clock network    41.0%
  Logic pwr share    a little under 9%
  Cell-internal power    0.00260 W
  Share of total power consumed by net switching    25.0%
  Switching power total    0.000868 W
  Sequential fraction of design power    50.3%
  Standby leakage power    172 nW
  Power per unit of standard cell area    7.17 nW/um2
  Worst IR Drop VDD    0.00816 mV
  Overall power consumption    0.00347 W

Run status
  Status    finished with violations
  Violated checks    capacitance limit, slew limit

Min path
  Worst Hold Endpoint    Valid_1[15]$_SDFFCE_PN0P_
  Class of the worst hold path    reg2reg
  Worst Hold Depth    5
  Startpoint of the worst hold path    LRU[28]$_SDFFCE_PN0P_

Global route
  Vias in the first global route    around 300k
  Number of antenna violations at the first check in global routing    286
  Global route total overflow    0
  Global-route usage over all layers    50.1%
  Global-route wire length before repair    2650 mm
  Pin count of the biggest net entering global routing    127

Flow run
  Reported max-cap violation count    2
  Tool warning count    about 41
[worst max path at each step]
stage / cells after the start / to / start
4_1_cts: 21 / rdata[4] / address[4]
5_1_grt: 21 / rdata[17] / address[4]
6_report: 21 / rdata[17] / address[4]
[power groups by stage]
stage         clock, W  sequential (W)  combinational (W)
CTS            0.00142         0.00174           0.000279
global route   0.00147         0.00175           0.000293
finish         0.00142         0.00174           0.000300
[tightest hold or removal path: cells and delay by family, from the launching register on]
family	cells	cell delay [ps]
compound gates	2	250
simple gates	3	700
flops	1	320
[cells by family after synthesis]
logic type / count (synthesis) / synth area share, %
AOI/OAI and AO/OA: 5574 / 9.47
xor gates and xnor gates: 7 / 0.0141
muxes: 1483 / 4.02
DFF: 9664 / 66.7
buffers and inverters: 3677 / 3.79
and+or+nand+nor: 11273 / 16.0
[per-stage QoR]
| stage | area [um2] | instances | hold slack, ps | worst slack [ps] |
|---|---|---|---|---|
| 2_1_floorplan | 435000 | 31678 | 1260 | 155790 |
| 3_3_place_gp | 450000 | 41468 | 1380 | 149910 |
| 3_5_place_dp | 450000 | 41471 | 1350 | 150070 |
| 4_1_cts | 482000 | 43284 | 1360 | 150010 |
| 5_1_grt | 483000 | 43602 | 1480 | 149640 |
| 6_report | 483000 | 43841 | 1460 | 149360 |
[placed cells by master (no fill, tap or decap), drive strengths merged, types with 269 or more instances in the layout]
master	instances
a21oi	629
a221oi	988
a22o	269
a22oi	2020
and2	8967
buf	1869
clkbuf	1441
clkinv	331
diode	555
edfxtp	9664
mux2	546
mux2i	781
nand2	359
nand4	295
nor2	526
nor4	559
o21ai	460
[registers in the layout (all words and copies together) (netlist names)]
signal        count
Valid_0          64
MemBlock_0_0   2048
TagBlock_1      640
MemBlock_0_1   2048
MemBlock_1_1   2048
TagBlock_0      640
LRU              64
MemBlock_1_0   2048
Valid_1          64
[layer usage]
layer,global-route usage [%],share of wire (%),vias up
li1,-,-,117691
met1,54.0,29,145372
met2,60.4,40,30153
met3,48.5,22,6935
met4,30.6,7.8,487
met5,22.3,1.0,-
[layout make-up]
cell class                      count  area, um2
Antenna cell                      555       1390
Clock buffer                     1440      29900
Clock inverter                    373       2190
Fill cell                       66932     384000
Inverter                           20        124
Multi-Input combinational cell  18337     129000
Sequential cell                  9664     290000
Tap cell                        11524      14400
Timing Repair Buffer             1928      15600
Power and IR drop assume default switching activity.
