`flow/constraint.sdc`:
```
current_design Memory

set clk_period 53.6
set clk_io_pct 0.2

create_clock -name clk0 -period $clk_period [get_ports {clk}]

set non_clock_inputs [all_inputs -no_clocks]
set_input_delay [expr $clk_period * $clk_io_pct] -clock clk0 $non_clock_inputs
set_output_delay [expr $clk_period * $clk_io_pct] -clock clk0 [all_outputs]
```
`flow/config.mk`:
```
export PLATFORM = sky130hd
export DESIGN_NAME = Memory
export DESIGN_NICKNAME = Memory
export VERILOG_FILES = /design/flow/design.v
export SDC_FILE = /design/flow/constraint.sdc
export NUM_CORES = 4
export LEC_CHECK = 1
export CORE_UTILIZATION = 30
```
`flow/design.v`:
```
module Memory(
    input clk, MEMread, MEMwrite,
    input [31 : 0] address, data, 
    output [31 : 0] MEM_result
);
    reg [31 : 0] mem [63 : 0];
    wire [31:0] TrueAddr = (address >> 2) - 32'd256;
    always@(posedge clk)begin
        if(MEMwrite)
            mem[TrueAddr] <= data;
    end
    assign MEM_result = MEMread ? mem[TrueAddr] : 32'bz;
endmodule
```
`flow/run.sh`:
```
#!/bin/bash
# OpenROAD 26Q1-2900-gdf79404cd8, Yosys 0.63+post, stock flow scripts
make -C /OpenROAD-flow-scripts/flow DESIGN_CONFIG=/design/flow/config.mk WORK_HOME=/design/flow/orfs finish
```
==> deck_impl_summary.md <==
Key Metrics from the Run

Setup path
  • CP required: 42.88 ns
  • Setup CP Type: in2out
  • Worst endpoint data arrival time: 16.45 ns
  • CP top delay family: buffers and inverters
  • Highest-delay cell along the critical path: buf_4
  • WP depth: 13
  • Max incr delay on CP: 0.65 ns
  • CP Cell Sequence: buf_8 > buf_12 > buf_4 > buf_4 > buf_4 > and3b_1 > buf_4 > a22oi_1 > a31oi_1 > a2111oi_1 > buf_4 > nand3_1 > clkdlybuf4s50_1
  • Most used cell, CP: buf_4
  • CP endpoint kind: output pin
  • WP buf/inv: 8
  • CP max FO: 73
  • Worst Setup Start Kind: input pin

Layout
  • Finished Layout Cells: 7922
  • FF/Latch Area: 61500 um^2
  • Biggest regs: mem x2048
  • Most frequent cells in the layout: 2048 x edfxtp_1, 259 x mux2i_1, 193 x clkbuf_16
  • Fin area: 89700 um^2
  • Commonest Layout Cell: edfxtp_1
  • Logic area: 16000 um^2
  • Fillers: 23.7k
  • Largest register FFs: 2048
  • Share of post-route cells with drive strength above 1: 17.7%
  • P&R area growth vs syn: 14.5%
  • Biggest register: mem

Min path
  • Worst hold path class: in2reg
  • Hold-critical path depth: 1

Final timing
  • Fin. Hold Viols: 0
  • FMAX: 36.8 MHz
  • Min Clock Period, post-route: 27.17 ns
  • RSZ-0062 raised after global routing: false
  • # setup viols final: 0
  • Fin. max-slew vios: 0
  • Fin crit share: 50.7%
  • Worst-Margin Slew: 1.02 ns
  • Hold WS: 10.31 ns
  • Worst slew margin relative to its limit: 30.0%
  • Setup TNS: 0 ns

GRT
  • Gr ovfl total: 0
  • Antenna violations before repair: 8
  • First-pass GRT wire length: 300 mm
  • Total GRT Usage: 16.8%
  • Largest net degree at the start of global routing: 95
  • Vias in the first global route: 43.6k

Synthesis
  • Synth area leader: edfxtp_1
  • Mean Syn Cell Area: 18.6 um^2
  • Yosys chip area: 78300 um^2
  • FFs w/ async S/R, synth: 0%
  • Most used DFF post-synth: edfxtp_1
  • Cell area after synthesis: 78300 um^2
  • Top cells by area: edfxtp_1 79%, mux2i_1 3.3%, mux4_2 2.8%, mux2_2 2.1%, a221oi_1 2.0%
  • Synthesized registers: 2048
  • Syn Inst Count: 4207
  • Post-synth EDFFs: 2048
  • Post-synth top area share: 78.6%
  • Ys cells: 4207
  • Synth Seq Share: 78.6%
  • Synth unique cells: 55
  • Ys Warns: 2

Routing
  • Antenna Nets Post-Route: 0
  • Post-DR vias/cell: 5.25
  • Iter 0 DRT Violations: 3043
  • Via count: 41.6k
  • WL/cell: 26.1 um
  • Drt drc: 0
  • First-pass DRT Iterations: 7
  • Final WL: 207 mm

Die
  • Fp_density: 30.2%
  • Ports: 99
  • Die H: 513 um
  • # rows: 187
  • Core Box Area: 259000 um^2
  • Die area: 263000 um^2
  • Horiz. Die Dim: 513 um

CTS
  • Num Clock Sinks: 2048
  • Post-CTS Setup Inserts: 0
  • Cts bufs inserted: 191
  • CTS tree: built
  • Root buf cell: clkbuf_16
  • Htree depth: 4
  • CTS max path bufs: 3
  • Clk slew on worst S/H paths: 0.06 ns
  • Number of hold buffers added after cts: 0
  • CTS-repair resized insts: 0

Pwr
  • Leak pwr: 28.1 nW
  • Worst VDD drop: 0.0376 mV
  • Power density cells: 35.9 nW/um^2

Status
  • Status: finished, final reports clean

Run
  • Number of warnings in the stage logs: 53
  • Maxcap violations: 0

Place
  • Dpl cells: 7573
  • DPL Wire Length: 114 mm
  • Placed cell area: 83900 um^2
  • Placer congestion estimate: 0.857
  • I/O Buffers: 71
synthesized netlist by cell type, types with 54 or more instances:
| cell type | count |
|---|---|
| mux2_2 | 147 |
| o21ai_0 | 84 |
| mux4_2 | 96 |
| a221oi_1 | 175 |
| buf_2 | 83 |
| o22ai_1 | 93 |
| a22o_1 | 66 |
| clkbuf_1 | 168 |
| a21oi_1 | 121 |
| nand3_1 | 54 |
| nor2_1 | 145 |
| o22a_1 | 70 |
| mux2i_1 | 259 |
| edfxtp_1 | 2048 |
| a22oi_1 | 188 |
| and3_1 | 85 |
report_power, final:
part	internal, W	switching, W
logic	0.0000561	0.000119
clock network	0.000699	0.000573
registers	0.00177	0.00000215
total	0.00253	0.000694
kinds of logic after synthesis:
logic type             after synthesis  synth area share, %
multiplexers                       502                 8.19
buffers and inverters              300                 1.70
flip-flops                        2048                 78.6
AND-OR/OR-AND                      933                 8.73
AND/OR/NAND/NOR                    424                 2.83
metal layers:
metal	wire [um]	GRT usage, %	part of all wire (%)	up-vias
met3	32700	12.2	16	361
met2	96100	25.1	46	2575
met4	5640	3.79	2.7	15
met1	72000	19.5	35	20800
li1	-	-	-	17900
met5	264	0.749	0.13	-
per-stage QoR:
stage | power (W) | util (%) | worst slack [ns]
after floorplan | 0.00189 | - | 30.05
after global placement | 0.00198 | 32.3 | 26.51
after detailed placement | 0.00199 | 32.3 | 26.47
after CTS | 0.00325 | 34.5 | 26.49
after global routing | 0.00332 | 34.5 | 26.23
final | 0.00322 | 34.6 | 26.43
worst paths after layout:
kind / startpoint / to / slack [ns]
worst max-delay path: address[4] / MEM_result[26] / 26.43
worst min-delay path: data[21] / mem[53][21] / 10.31
cell type report:
cell class	instances	share of cell area (%)
diodes	3	0.00837
clock buffers	239	5.58
clock inverters	107	0.881
inverters	2	0.0167
multi-input cells	1859	17.9
flip-flops and latches	2048	68.6
well taps	3402	4.75
repair buffers	262	2.27
Power and IR drop assume default switching activity.
