### flow/design.v
module IF #(parameter WIDTH=32) (input clk, rst, flush, freeze, input [31:0] branch_addr, output [WIDTH-1 :0] inst, PC);
    wire [WIDTH-1 : 0] addr, mux_out;
    Mux #(WIDTH) M1(flush, PC,branch_addr, mux_out);
    RegPC #(WIDTH) RP(clk, rst, freeze , mux_out, addr);
    Instmem #(WIDTH, WIDTH) IM(addr, inst);
    PC_adder #(WIDTH) A1(addr, 32'd4, PC);
endmodule
module Instmem #(parameter addrSize=32, parameter dataSize=32) (input [addrSize-1:0] addr, output reg [dataSize-1:0] data);
    reg [(dataSize)-1:0] mem [50:0];
		always@(*) begin
			case((addr>>2))
				32'd0	: data = 32'b1110_00_1_1101_0_0000_0000_000000010100;  
				32'd1	: data = 32'b1110_00_1_1101_0_0000_0001_101000000001;  
				32'd2	: data = 32'b1110_00_1_1101_0_0000_0010_000100000011;  
				32'd3	: data = 32'b1110_00_0_0100_1_0010_0011_000000000010;  
				32'd4	: data = 32'b1110_00_0_0101_0_0000_0100_000000000000;  
				32'd5	: data = 32'b1110_00_0_0010_0_0100_0101_000100000100;  
				32'd6	: data = 32'b1110_00_0_0110_0_0000_0110_000010100000;  
				32'd7	: data = 32'b1110_00_0_1100_0_0101_0111_000101000010;  
				32'd8	: data = 32'b1110_00_0_0000_0_0111_1000_000000000011;  
				32'd9	: data = 32'b1110_00_0_1111_0_0000_1001_000000000110;  
				32'd10	: data = 32'b1110_00_0_0001_0_0100_1010_000000000101;  
				32'd11	: data = 32'b1110_00_0_1010_1_1000_0000_000000000110;  
				32'd12	: data = 32'b0001_00_0_0100_0_0001_0001_000000000001;  
				32'd13	: data = 32'b1110_00_0_1000_1_1001_0000_000000001000;  
				32'd14	: data = 32'b0000_00_0_0100_0_0010_0010_000000000010;  
				32'd15	: data = 32'b1110_00_1_1101_0_0000_0000_101100000001;  
				32'd16	: data = 32'b1110_01_0_0100_0_0000_0001_000000000000;  
				32'd17	: data = 32'b1110_01_0_0100_1_0000_1011_000000000000;  
				32'd18	: data = 32'b1110_01_0_0100_0_0000_0010_000000000100;  
				32'd19	: data = 32'b1110_01_0_0100_0_0000_0011_000000001000;  
				32'd20	: data = 32'b1110_01_0_0100_0_0000_0100_000000001101;  
				32'd21	: data = 32'b1110_01_0_0100_0_0000_0101_000000010000;  
				32'd22	: data = 32'b1110_01_0_0100_0_0000_0110_000000010100;  
				32'd23	: data = 32'b1110_01_0_0100_1_0000_1010_000000000100;  
				32'd24	: data = 32'b1110_01_0_0100_0_0000_0111_000000011000;  
				32'd25	: data = 32'b1110_00_1_1101_0_0000_0001_000000000100;  
				32'd26	: data = 32'b1110_00_1_1101_0_0000_0010_000000000000;  
				32'd27	: data = 32'b1110_00_1_1101_0_0000_0011_000000000000;  
				32'd28	: data = 32'b1110_00_0_0100_0_0000_0100_000100000011;  
				32'd29	: data = 32'b1110_01_0_0100_1_0100_0101_000000000000;  
				32'd30	: data = 32'b1110_01_0_0100_1_0100_0110_000000000100;  
				32'd31	: data = 32'b1110_00_0_1010_1_0101_0000_000000000110;  
				32'd32	: data = 32'b1100_01_0_0100_0_0100_0110_000000000000;  
				32'd33	: data = 32'b1100_01_0_0100_0_0100_0101_000000000100;  
				32'd34	: data = 32'b1110_00_1_0100_0_0011_0011_000000000001;  
				32'd35	: data = 32'b1110_00_1_1010_1_0011_0000_000000000011;  
				32'd36	: data = 32'b1011_10_1_0_111111111111111111110111      ;  
				32'd37	: data = 32'b1110_00_1_0100_0_0010_0010_000000000001;  
				32'd38	: data = 32'b1110_00_0_1010_1_0010_0000_000000000001;  
				32'd39	: data = 32'b1011_10_1_0_111111111111111111110011      ;  
				32'd40	: data = 32'b1110_01_0_0100_1_0000_0001_000000000000;  
				32'd41	: data = 32'b1110_01_0_0100_1_0000_0010_000000000100;  
				32'd42	: data = 32'b1110_01_0_0100_1_0000_0011_000000001000;  
				32'd43	: data = 32'b1110_01_0_0100_1_0000_0100_000000001100;  
				32'd44	: data = 32'b1110_01_0_0100_1_0000_0101_000000010000;  
				32'd45	: data = 32'b1110_01_0_0100_1_0000_0110_000000010100;  
				32'd46	: data = 32'b1110_10_1_0_111111111111111111111111      ;  
				default : data = 32'b0;
			endcase
		end
endmodule
module PC_adder #(parameter dataSize=32) (input [dataSize-1:0] op1, op2, output [dataSize-1:0] out );
    assign out = op1 + op2;
endmodule
module Mux #(parameter WIDTH = 32)(input sel,input [WIDTH-1:0] in0, in1, output [WIDTH-1:0] out);
    assign out = sel?in1:in0;
endmodule
module RegPC #(parameter dataSize=32) (input clk, rst, freaze, input [dataSize-1:0] PI, output [dataSize-1:0] PO);
    reg [dataSize-1:0] data = 32'd0;
    always @(posedge clk, posedge rst) begin 
        if (rst) 
            data <= {dataSize{1'b0}};
        else if(~freaze) data <= PI;
    end
    assign PO = data;
endmodule
### flow/run.sh
#!/bin/bash
# OpenROAD 26Q1-2900-gdf79404cd8, Yosys 0.63+post, stock flow scripts
make -C /OpenROAD-flow-scripts/flow DESIGN_CONFIG=/design/flow/config.mk WORK_HOME=/design/flow/orfs finish
### flow/constraint.sdc
current_design IF

set clk_period 9.4
set clk_io_pct 0.2

create_clock -name clk0 -period $clk_period [get_ports {clk}]

set non_clock_inputs [all_inputs -no_clocks]
set_input_delay [expr $clk_period * $clk_io_pct] -clock clk0 $non_clock_inputs
set_output_delay [expr $clk_period * $clk_io_pct] -clock clk0 [all_outputs]
### flow/config.mk
export PLATFORM = sky130hd
export DESIGN_NAME = IF
export DESIGN_NICKNAME = IF
export VERILOG_FILES = /design/flow/design.v
export SDC_FILE = /design/flow/constraint.sdc
export NUM_CORES = 4
export LEC_CHECK = 1
export CORE_UTILIZATION = 40
==> notes.md <==
Figures from the implementation reports.

- Looking at the power breakdown, combinational cells take 49.6% of the total.
- The iteration tally of the first detailed-router pass is 5.
- The endpoint of the worst hold path is reported as RP.data[0]$_DFFE_PP0P_.
- The post-detailed-route DRC marker count is 0.
- The number of clock sinks came to 32.
- The area of the synthesized netlist per yosys stat reads approximately 4000 um2.
- The initial antenna violation count is 0.
- The async set or reset register ratio after synthesis is 100%.
- The number of buffers created by CTS is 5.
- The largest registers in the layout are RP.data: 32 flops.
- The endpoint of the worst register-to-register path is RP.data[18]$_DFFE_PP0N_.
- Per the OpenROAD floorplan log, the area of the core is roughly 9300 um2.
- The buffer count from post-CTS setup fixing reads 0.
- The floorplan has 35 rows.
- For this run, the number of Yosys warnings is 2.
- The chip area is around 10000 um2.
- The number of nets with antenna violations after detailed routing is 0.
- The detailed-route vias per instance is roughly 6.0.
- The worst setup path category is flip-flop to output port.
- The overall overflow remaining after global route reads 0.
- In the power breakdown, the internal column shows 386 uW.
- The share of the cycle needed by the critical path after routing reads 57.9%.
- The number of cells on the worst hold path is listed as 2.
- The final layout report lists a filler cell count of 938.
- The max capacitance violation total is 0.
- The post-synth tally of flip-flops with integrated enable reads 0.
- The switching component of the power reads between 200 and 300 uW.
- The dominant register cell is dfrtp_1.
- Setup repair after global routing left no endpoint under its margin.
- The layout overhead on the synthesized area is 27.8%.
- The final timing report lists clock skew as approximately 0.0075 ns.
- The combined area of all synthesized cells is 3890 um2.
- The library cell with the highest instance count after synthesis reads nand2_1.
- For the finished layout, the period the worst path requires is ~5.4 ns.
- The total global-route track usage reads 27.1%.
- The core utilization at floorplan reads a little over two fifths.
- The design draws between 600 and 700 uW.
- The antenna diode count is 0.
- The number of hold violations in the final report reads 0.
- The pin count of the biggest net entering global routing reads just under 60.
- The wire length of the first global-routing pass is roughly 21 mm.
- STA classifies the critical path endpoint as an output port.
- The number of distinct library cells after synthesis is about 69.
- The transition time recorded at the tightest slew-check pin is roughly 0.8 ns.
- The beginning of the worst register-to-register path reads RP.data[2]$_DFFE_PP0N_.
- The total wire length is between 10 and 15 mm.
- The final setup TNS is 0 ns.
- The area of the multi-input gates reads around 2700 um2.
- The upper clock frequency limit is about 180 MHz.
- The first routing iteration left approximately 300 violations.
- The count of cells along the worst register-to-register path is 5.
- In the Yosys report the total cell count is ~530.
- The kind of path behind the tightest hold check reads flip-flop to flip-flop.
- The number of global-route vias before repair reads roughly 4k.
- The script computed the net switching share of total power as a little over two fifths.
- For this run, the register share of the synthesized area comes to 20.6%.
- The routability congestion estimate is just over 0.9.
- The OpenROAD warning count is 33.
- The register containing the most flip-flops in the final layout is RP.data.
- The post-DP HPWL reads just over 9 mm.
- The final max-slew violation count recorded for this run is 0.
- The startpoint of the lowest-slack hold path is RP.data[0]$_DFFE_PP0P_.
- The run finished with clean final reports.
- The count of buffers inserted at the top-level ports is about 99.
- In this run the deepest clock path goes through 2 buffers.
- In this run the worst path has a maximum fanout of 18.
- The register with the most flip-flops in the layout has 32 of them.
- The worst slew slack as a fraction of its limit is 46.9%.
- The number of flip-flops and latches in the synthesized netlist is 32.
- The number of resized instances in the post-cts repair step reads 0.
- Synthesis handed over a netlist of 528 instances.
- The register-to-register path setup slack reads approximately 6.3 ns.
- The clock network fraction of design power is 20.4%.
- The post-CTS clock slew at the launch and capture registers of the worst setup and hold paths reads 0.08 ns.
- The worst setup slack before clock tree synthesis is about 4.3 ns.
- The share of power burned in registers reads between 20 and 30%.
- In the final layout, flip-flops and latches occupy around 800 um2.
- The cell leakage power is 0.00182 uW.
- The synthesized area per cell reads roughly 7.4 um2.
- The number of vias after detailed routing reads between 4k and 5k.
- The largest total area in the synthesized netlist belongs to dfrtp_1.
- The number of endpoints failing setup at the final stage is 0.
- The vertical die dimension reads 101 um.
- Sorting the synthesized cells by area gives the leading types as dfrtp_1 21%, xnor2_1 4.7%, o21ai_0 4.4%, nand2_1 3.9%, clkbuf_1 3.8%.
- In this run the horizontal extent of the chip is 101 um.
- CTS placed an instance of clkbuf_8 at the clock tree root.
- The worst supply voltage drop on vdd reads around 80 uV.
- The power density relative to cell area reads ~130 nW/um2.
- The final worst-path setup slack is around 4 ns.
- The latest clock arrival within the worst-skew pair reads approximately 0.29 ns.
- The number of top-level design ports reads 100.
- The TritonCTS clock tree reads built.
- The startpoint class of the critical path reads a flip-flop.
- The post-detailed-route wirelength per cell is between 15 and 20 um.
- The required time of the worst setup path is 7.52 ns.
- The H-tree depth reported by CTS is 2.
- The fraction of layout cells with a size suffix above 1 is under 10%.
- The number of buffers inserted by hold repair at cts reads 0.
- The data arrival time at the worst-slack endpoint is 3.57 ns.
- Counting instances in the post-synthesis netlist gives the leading cell types as 40 x nand2_1, 39 x clkbuf_1, 34 x o21ai_0.
- Summed over its instances, the top area cell type makes up between 20% and 30% of the synthesized netlist area.
## through the flow
step	hold WS (ns)	utilization, %	cell area (um2)	cells
after global placement	0.463	52.2	4870	707
after detailed placement	0.480	52.2	4870	707
after global routing	0.533	53.3	4980	715
after floorplan	0.447	-	3890	528
final	0.486	53.3	4980	715
after CTS	0.496	53.3	4980	715
## cell type report
type | count | share of cell area [%]
Sequential cell | 32 | 16.1
Inverter | 25 | 1.89
Multi-Input combinational cell | 412 | 55.2
Clock inverter | 2 | 0.704
Tap cell | 129 | 3.24
Clock buffer | 6 | 1.46
Timing Repair Buffer | 109 | 21.4
## placed cells by master, fill, tap and decap left out, drive strengths merged, types with 14 or more instances in the layout
master | Yosys | layout
a22oi | 19 | 19
nor4 | 14 | 14
nand3 | 26 | 26
inv | 25 | 25
clkdlybuf4s50 | 0 | 99
o21ai | 34 | 34
nor3 | 24 | 24
nor2 | 33 | 33
a21oi | 22 | 22
nand2 | 40 | 40
dfrtp | 32 | 32
xnor2 | 21 | 21
## metal layers
| metal | vias up | global-route usage, % | part of all wire [%] |
|---|---|---|---|
| li1 | 2088 | - | - |
| met5 | - | 0 | 0 |
| met3 | 14 | 5.08 | 8.6 |
| met2 | 213 | 38.6 | 43 |
| met1 | 1994 | 44.6 | 48 |
| met4 | 0 | 2.68 | 0.61 |
## critical path: stages (launching register included)
cell and delay [ns]:
dfrtp_1 0.68, ha_1 0.70, inv_1 0.21, or4_1 0.72
nor3_1 0.33, xnor2_1 0.15, clkdlybuf4s50_1 0.48
## worst max-delay path by stage
stage / startpoint / end / slack [ns] / depth (start not counted)
5_1_grt: RP.data[2]$_DFFE_PP0N_ / PC[22] / 3.68 / 6
6_report: RP.data[2]$_DFFE_PP0N_ / PC[18] / 3.95 / 6
4_1_cts: RP.data[2]$_DFFE_PP0N_ / PC[18] / 3.97 / 6
## power groups by stage
| stage | Combinational, uW | Clock (uW) | Sequential, uW |
|---|---|---|---|
| after CTS | 326 | 140 | 198 |
| after global routing | 363 | 147 | 204 |
| final | 330 | 136 | 199 |
## cells by family (layout without fill, tap and decap cells)
family          after synthesis  count (layout)  share of synthesized area [%]
simple gates                200             200                           27.4
compound gates              162             162                           29.5
buf+inv                      84             142                           8.93
flops                        32              32                           20.6
xor+xnor                     28              28                           6.30
fa+ha+maj                    11              11                           3.47
mux                          11              11                           3.82
Power is estimated from default activity; no workload was simulated.
